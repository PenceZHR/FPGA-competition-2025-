--- ./design.v ---
`timescale 1ns / 1ps
module adder #(
    parameter BIT = 40
)
(
    input clk,
    input rst_n,
    input data_in_valid,
    output reg data_out_valid,
    input [BIT-1:0] A_in,
    input [BIT-1:0] B_in,
    output reg [BIT-1:0] C_out
    );
wire  signed [BIT-1:0] A_in_signed;
wire  signed [BIT-1:0] B_in_signed;
assign A_in_signed = A_in;
assign B_in_signed = B_in;
always @(posedge clk or negedge rst_n) begin
    if(~rst_n) begin
        C_out <= 0;
        data_out_valid <= 0;
    end
    else begin
        C_out <= A_in_signed + B_in_signed;
        data_out_valid <= data_in_valid;
    end
end
endmodule
--- ./run.sh ---
#!/bin/bash
# OpenROAD 26Q1-2900-gdf79404cd8, Yosys 0.63+post, stock flow scripts
make -C /OpenROAD-flow-scripts/flow DESIGN_CONFIG=/design/flow/config.mk WORK_HOME=/design/flow/orfs finish
--- ./config.mk ---
export PLATFORM = sky130hd
export DESIGN_NAME = adder
export DESIGN_NICKNAME = adder
export VERILOG_FILES = /design/flow/design.v
export SDC_FILE = /design/flow/constraint.sdc
export NUM_CORES = 4
export LEC_CHECK = 1
export CORE_UTILIZATION = 40
--- ./constraint.sdc ---
current_design adder

set clk_period 1.0
set clk_io_pct 0.2

create_clock -name clk0 -period $clk_period [get_ports {clk}]

set non_clock_inputs [all_inputs -no_clocks]
set_input_delay [expr $clk_period * $clk_io_pct] -clock clk0 $non_clock_inputs
set_output_delay [expr $clk_period * $clk_io_pct] -clock clk0 [all_outputs]
==> impl_metrics.py <==
# Auto-generated metrics
metrics = {
    "power_and_ir_drop": {
        "p_leak_nw": 2.929,
        "switchingPower_mw": 2.194,
        "finalPower_mw": 6.809,
        "combPwrFrac_pct": 52.5,
        "power_density_nw_per_um2": 1079,
        "vdd_drop_max_uv": 786.6,
        "internal-power_mw": 4.615,
        "swShare_pct": 32.22,
        "clkPwrFrac_pct": 16.8,
        "p_seq_share_pct": 30.7,
    },
    "floorplan": {
        "core_area_um2": 7331,
        "ios": 124,
        "rows": 31,
        "chipArea_um2": 8008,
        "fp_util_pct": 41.76,
        "fp.dieW_um": 89.49,
        "dieHeight_um": 89.49,
    },
    "route": {
        "ant_nets": 0,
        "via_count": 3556,
        "wl_mm": 10.59,
        "vias_per_cell": 5.169,
        "drc": 0,
        "detail_route.wl_per_cell_um": 15.39,
        "n_antenna_cell": 0,
        "drt_pass1_iterations": 6,
        "drtIter0Drc": 73,
    },
    "clock_tree": {
        "htreeDepth": 2,
        "cts_num_sinks": 41,
        "clk_pin_slew_ps": 90,
        "tritoncts": "done",
        "cts_root_buf": "clkbuf_8",
        "cts_buffer_depth": 2,
        "numCtsBuffers": 5,
    },
    "final_timing": {
        "worst_hold_slack_ps": -121.9,
        "post-route-period-util_pct": 231.2,
        "drv_slew": 0,
        "rsz0062_at_grt": "yes",
        "setup-violations-final": 38,
        "worstMarginPinSlew_ps": 745.4,
        "fmax_ghz": 0.4326,
        "hold_viol": 41,
        "slew_headroom_pct": 49.02,
        "period_needed_ps": 2312,
        "setup_slack_ps": -1312,
    },
    "setup_path": {
        "crit_fanout": 3,
        "path_buffers": 1,
        "critPathCaptureType": "register",
        "worstSetupPathType": "input pin to register",
        "start_kind": "input pin",
        "crit_chain": "buf_6 -> ha_4 -> fa_2 -> a211oi_4 -> o21ai_2 -> a21oi_2 -> a21o_1 -> a31oi_4 -> a311o_1 -> a21o_1 -> a221oi_2 -> xnor2_1",
        "cp_slowest_cell": "fa_2",
        "critPathMaxStageDelay_ps": 370,
        "critPathMostFrequentCell": "a21o_1",
        "cp.required_ps": 1180,
        "critPathTopFamily": "AND-OR/OR-AND gates",
        "critPathArrivalTime_ps": 2490,
    },
    "layout": {
        "instances_no_fill": 688,
        "synthToLayoutAreaGrowth_pct": 106.0,
        "design_area_um2": 6307,
        "num-fill-cells": 363,
        "drive_above_1_share_pct": 56.88,
    },
    "run": {
        "warnings": 31,
        "maxCapViolCount": 0,
    },
    "synthesis": {
        "syn_area_per_cell_um2": 9.568,
        "ys_area_um2": 3062,
        "ys_seq_share_pct": 33.51,
        "ys_ff": 41,
        "yosys_cells": 320,
        "ys_types": 49,
        "ys_warn_count": 1,
        "synth_area_um2": 3062,
        "synthCells": 320,
        "edf_count": 0,
        "flop_cell": "dfrtp_1",
        "synth-async-reset-ratio_pct": 100.0,
    },
    "global_route": {
        "grt_pass1_vias": 3400,
        "grt_pass1_wl_mm": 15.30,
        "grt_usage_pct": 24.84,
        "antenna_found_initial": 0,
        "grt-ovfl-total": 0,
        "grt_max_degree": 42,
    },
    "placed_design": {
        "gp_congestion": 0.8503,
        "pre_cts_ws_ps": -2089,
        "dp.final_hpwl_mm": 6.791,
        "dp_cells": 644,
        "numPortBuffers": 123,
        "placed_area_um2": 5549,
    },
    "status": {
        "violations": "hold timing, setup timing",
        "outcome": "finished with violations",
    },
    "worst_hold_path": {
        "min_path_type": "input pin to async pin",
    },
}
-- stage by stage --
stage	TNS (ps)	hold WS, ps	utilization [%]
final	-31620	-121.9	86.04
after detailed placement	-57920	199.5	75.70
after global routing	-34340	-102.8	86.04
after global placement	-57490	194.1	75.70
after floorplan	-29350	-95.59	-
after CTS	-30100	-120.2	79.74
-- power by group through the flow --
stage	clock network, mW	logic, mW	registers (mW)
after CTS	1.18	3.16	2.08
after global routing	1.22	3.88	2.12
final	1.14	3.58	2.09
-- synthesized netlist by cell type (2+ instances only) --
master,instances,area [µm²]
nand4_1,3,18.77
or3_1,2,12.51
xor2_1,13,113.9
nand2b_1,6,37.54
a31oi_1,6,37.54
ha_1,39,488.0
nor2_1,21,78.83
nand2_1,16,60.06
a221oi_1,2,17.52
inv_1,8,30.03
xnor2_1,23,201.4
and2_1,2,12.51
a2111oi_2,2,30.03
o21a_1,5,37.54
o21ai_0,15,75.07
and3_1,4,25.02
a221oi_2,2,30.03
nor4_1,2,12.51
o21bai_1,5,37.54
a21oi_1,34,170.2
a21o_1,22,165.2
dfrtp_1,41,1026
nor3_1,6,30.03
nor2b_1,5,31.28
mux2i_1,2,20.02
nand3_1,7,35.03
clkbuf_1,5,18.77
-- cell families (layout without fill, tap and decap cells) --
| logic type | after synthesis | after routing | synth area share [%] |
|---|---|---|---|
| AOI/OAI and AO/OA | 111 | 111 | 25.13 |
| xor gates and xnor gates | 36 | 36 | 10.30 |
| adders and majority gates | 40 | 40 | 16.59 |
| buffers and inverters | 14 | 283 | 1.757 |
| DFF | 41 | 41 | 33.51 |
| muxes | 2 | 2 | 0.6539 |
| and+or+nand+nor | 76 | 76 | 12.06 |
-- registers in the layout, indices dropped and copies added, names as in the netlist --
register	flops
data_out_valid	1
C_out	40
-- repair_timing --
action | 4_1_cts | 5_1_grt
pin swaps | 79 | 73
endpoints found under the hold margin | 41 | 41
resized | 351 | 77
setup buffers | 22 | 19
endpoints found under the setup margin | 80 | 48
-- layer usage --
metal  vias to the layer above  track usage, %  wire, µm
met5                         -               0         0
met4                         0           2.309       125
met3                        16           3.371       572
met2                       117           39.83      4948
met1                      1697           38.14      4940
li1                       1726               -         -
-- final timing paths --
kind | from | end | slack (ps) | cells after the start
worst min-delay path | rst_n | C_out[9]$_DFF_PN0_ | -120 | 2
worst max-delay path | B_in[0] | C_out[38]$_DFF_PN0_ | -1310 | 12
min in group clk0 | B_in[0] | C_out[0]$_DFF_PN0_ | 120 | 2
max in group asynchronous | rst_n | C_out[23]$_DFF_PN0_ | 900 | 2
-- placed cells by master, fill, tap and decap left out, types with 6 or more instances in the layout --
master	Yosys	final
dlygate4sd2_1	0	12
clkdlybuf4s50_1	0	31
buf_4	0	118
inv_1	8	7
nor2_1	21	14
buf_6	0	43
ha_1	39	16
nand2b_1	6	6
a21o_1	22	22
a21oi_4	0	6
buf_2	0	54
dfrtp_1	41	41
a21oi_1	34	9
clkbuf_8	0	6
a21oi_2	0	19
nand2_1	16	11
xor2_1	13	13
xnor2_1	23	21
ha_4	0	22
o21ai_2	1	9
-- layout make-up --
cell class	instances	area (µm²)	share of cell area, %
multi-input cells	265	2860	45.35
repair buffers	268	2181	34.58
flip-flops and latches	41	1026	16.27
well taps	99	123.9	1.964
clock buffers	7	86.33	1.369
inverters	8	30.03	0.4761
Power is estimated from default activity; no workload was simulated.
