==> design.v <==
`timescale 1ns / 1ps
module multiplier #(
    parameter BIT = 32
)
(
    input clk,
    input rst_n,
    input data_in_valid,
    output reg data_out_valid,
    input [BIT-1:0] A_in,
    input [BIT-1:0] B_in,
    output reg [2*BIT-1:0] C_out
    );
wire signed [BIT-1:0] A_in_signed = A_in;
wire signed [BIT-1:0] B_in_signed = B_in;
always @(posedge clk or negedge rst_n) begin
    if(~rst_n) begin
        C_out <= 0;
        data_out_valid <= 0;
    end
    else begin
        C_out <= A_in_signed * B_in_signed;
        data_out_valid <= data_in_valid;
    end
end
endmodule
==> run.sh <==
#!/bin/bash
# OpenROAD 26Q1-2900-gdf79404cd8, Yosys 0.63+post, stock flow scripts
make -C /OpenROAD-flow-scripts/flow DESIGN_CONFIG=/design/flow/config.mk WORK_HOME=/design/flow/orfs finish
==> config.mk <==
export PLATFORM = sky130hd
export DESIGN_NAME = multiplier
export DESIGN_NICKNAME = multiplier
export VERILOG_FILES = /design/flow/design.v
export SDC_FILE = /design/flow/constraint.sdc
export NUM_CORES = 4
export LEC_CHECK = 1
export CORE_UTILIZATION = 30
==> constraint.sdc <==
current_design multiplier

set clk_period 1.0
set clk_io_pct 0.2

create_clock -name clk0 -period $clk_period [get_ports {clk}]

set non_clock_inputs [all_inputs -no_clocks]
set_input_delay [expr $clk_period * $clk_io_pct] -clock clk0 $non_clock_inputs
set_output_delay [expr $clk_period * $clk_io_pct] -clock clk0 [all_outputs]
==> results.toml <==
# physical design summary
[setup_path]
cp-start-kind = "primary input"
worstPathArrival_ns = 7.10
crit_required_ns = 1.28
crit_path_max_fanout = 5
crit_start = "A_in[31]"
worstSetupPathType = "primary input to register"
endpoint = "C_out[53]"
worstSetupEndpointType = "register"

[sta]
fmax_ghz = 0.147
rsz0062_at_grt = "true"
whs_ns = -0.175
finalCriticalPeriod_ns = 6.82
fin_crit_sh = 6.82
tightest_slew_ns = 0.425
hold_viol = 65
tns_ns = -320.48
setup_viol_count_final = 128
final.setup.worst_slack_ns = -5.82
maxSlewHeadroom = 0.709
drv_slew = 0

[grt]
grt_pass1_wl_um = 183000
grt_util_all_layers = 0.202
grt-ovfl-total = 0
grt_max_degree = 66
grt_pass1_vias = 30734
antenna_found_initial = 5

[floorplanning]
core-area_sq_mm = 0.124
core.rowCount = 129
die-area_sq_mm = 0.127
die_y_um = 357
ioPinCount = 132
fp_util = 0.304
die_w_um = 357

[route]
ant_nets = 0
vias_per_cell = 4.57
wl_per_cell_um = 19.2
dr.pass1.iters = 5
drt_iter0_drc = 1129
drc_errors = 0
wirelength_um = 119000
via_count = 28404

[clocking]
ctsHtreeMaxLevel = 3
path_clk_slew_ns = 0.06
cts_buffers = 9
clock-sinks = 65
cts_tree = "done"
clock_path_buffers = 2
root_buffer = "clkbuf_16"

[outcome]
outcome = "finished, violations left"
violations = "hold timing, setup timing"

[synth]
synth.avg_cell_area_sq_um = 9.60
yosysChipArea_sq_mm = 0.0378
synth_async_sr_flop_share = 1.00
yosysWarnings = 1
syn-cell-area_sq_mm = 0.0378
ys_seq_elements = 65
ys_seq_share = 0.0431
synthCells = 3932
synth_cell_type_count = 60
ys_cells = 3932
edf_count = 0
ys.flop_type = "dfrtp_1"

[place]
dp_hpwl_um = 89900
gp_congestion = 0.923
post-place-ws_ns = -6.66
io_buffer_count = 131
dp_cells = 5988
dpl_cell_area_sq_mm = 0.0458

[worst_hold_path]
hold_path.class = "primary input to async pin"

[finish]
drive_gt1_frac = 0.280
utilization = 0.412
fin_cells = 6211
fin_area_sq_mm = 0.0512
area_delta_synth_final_pct = 35.4
fill_cells = 11561

[run]
log.warning_count = 30
maxCapViolCount = 0
## state kept, by name, summed over array words and instances, names as in the netlist
signal	flops
C_out	64
data_out_valid	1
## repair_timing
item | in CTS | in global routing
setup endpoints to repair | 129 | 128
resized | 645 | 313
gates cloned | 48 | 7
endpoints found under the hold margin | 65 | 65
buffers inserted | 104 | 57
pin swaps | 279 | 170
## cells by family (layout without fill, tap and decap cells)
family,after synthesis,in the layout,share of synthesized area
xor+xnor,70,70,0.0162
mux,1,1,0.000265
simple gates,1173,1173,0.157
other cells,0,5,0
buf+inv,1162,1799,0.116
flops,65,65,0.0431
compound gates,195,195,0.0336
fa+ha+maj,1266,1266,0.635
## cell usage after synthesis (4+ instances only)
| library cell | instances | area (sq um) |
|---|---|---|
| a211oi_1 | 7 | 52.6 |
| a21o_1 | 31 | 233 |
| a21oi_1 | 69 | 345 |
| a31oi_1 | 8 | 50.1 |
| and2_1 | 516 | 3230 |
| and3_1 | 8 | 50.1 |
| and4_1 | 6 | 52.6 |
| buf_2 | 8 | 40.0 |
| clkbuf_1 | 197 | 739 |
| dfrtp_1 | 65 | 1630 |
| fa_1 | 1082 | 21700 |
| ha_1 | 184 | 2300 |
| inv_1 | 955 | 3580 |
| nand2_1 | 523 | 1960 |
| nand2b_1 | 16 | 100 |
| nand3_1 | 15 | 75.1 |
| nand4_1 | 12 | 75.1 |
| nor2_1 | 54 | 203 |
| nor2b_1 | 4 | 25.0 |
| nor3_1 | 5 | 25.0 |
| o2111ai_1 | 6 | 52.6 |
| o21a_1 | 4 | 30.0 |
| o21ai_0 | 16 | 80.1 |
| o21ai_1 | 17 | 85.1 |
| o21bai_1 | 9 | 67.6 |
| xnor2_1 | 51 | 447 |
| xor2_1 | 19 | 166 |
## cell type report
cell class | instances | area (sq um) | share of cell area
clock inverters | 7 | 76.3 | 0.00149
repair buffers | 827 | 9310 | 0.182
inverters | 955 | 3600 | 0.0703
repair inverters | 1 | 7.51 | 0.000147
multi-input cells | 2705 | 34200 | 0.669
well taps | 1637 | 2050 | 0.0400
clock buffers | 9 | 225 | 0.00440
diodes | 5 | 12.5 | 0.000245
flip-flops and latches | 65 | 1640 | 0.0320
## worst min path at each step
stage	startpoint	to	slack (ns)	depth (start not counted)
after global routing	rst_n	C_out[11]	-0.16	2
final	rst_n	C_out[11]	-0.18	2
after CTS	rst_n	C_out[11]	-0.17	2
## layer usage
metal / track usage / wire (um) / vias up
li1: - / - / 12544
met1: 0.252 / 42500 / 14663
met2: 0.325 / 58400 / 996
met3: 0.0989 / 14800 / 195
met4: 0.0385 / 3210 / 6
met5: 0 / 194 / -
## worst max-delay path, cell delays in order
cell      delay (ns)
buf_12          0.11
buf_12          0.14
buf_8           0.13
and2_4          0.13
fa_1            0.59
inv_4           0.07
fa_1            0.49
inv_2           0.04
fa_1            0.54
fa_1            0.43
fa_1            0.49
fa_1            0.52
fa_1            0.54
inv_2           0.04
fa_1            0.51
inv_2           0.05
ha_4            0.25
and2_4          0.13
nand3_2         0.06
or4b_4          0.55
or4_4           0.44
o221ai_4        0.24
buf_6           0.16
buf_6           0.08
xor2_1          0.13
## cells in the final DEF, fill, tap and decap left out, drive strengths merged, types with 3 or more instances in the layout
| master | instances |
|---|---|
| nand2 | 523 |
| clkdlybuf4s50 | 39 |
| xor2 | 19 |
| and3 | 8 |
| a31oi | 8 |
| a2111oi | 3 |
| nor3 | 5 |
| o21a | 4 |
| fa | 1082 |
| diode | 5 |
| o31ai | 3 |
| dlygate4sd2 | 7 |
| nor2b | 4 |
| and4 | 7 |
| nand3 | 15 |
| clkdlybuf4s15 | 4 |
| o2111ai | 6 |
| inv | 956 |
| xnor2 | 51 |
| clkinvlp | 4 |
| nand2b | 16 |
| nor2 | 54 |
| and2 | 517 |
| ha | 184 |
| buf | 713 |
| dfrtp | 65 |
| bufbuf | 35 |
| nand4 | 12 |
| a21oi | 70 |
| o21bai | 9 |
| clkbuf | 38 |
| a211oi | 7 |
| a21o | 31 |
| or4 | 3 |
| o21ai | 33 |
